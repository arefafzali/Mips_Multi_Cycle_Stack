## /design/flow/config.mk

```make
export PLATFORM = sky130hd
export DESIGN_NAME = Stack
export DESIGN_NICKNAME = Stack
export VERILOG_FILES = /design/flow/design.v
export SDC_FILE = /design/flow/constraint.sdc
export NUM_CORES = 4
export LEC_CHECK = 1
export CORE_UTILIZATION = 40
```

## /design/flow/constraint.sdc

```tcl
current_design Stack

set clk_period 13.4
set clk_io_pct 0.2

create_clock -name clk0 -period $clk_period [get_ports {clk}]

set non_clock_inputs [all_inputs -no_clocks]
set_input_delay [expr $clk_period * $clk_io_pct] -clock clk0 $non_clock_inputs
set_output_delay [expr $clk_period * $clk_io_pct] -clock clk0 [all_outputs]
```

## /design/flow/design.v

```verilog
module Stack(input clk, push, pop, tos, input [7:0] d_in, output reg [7:0] d_out);
	reg [7:0] Registers [0:31];
	reg [4:0] top = 0;
	integer i;
    initial begin
    	for (i=0; i<32; i=i+1) begin
   			Registers[i] = 8'b 0;
   		end
    end
    always @(posedge clk) begin
		if(push) begin
			Registers[top] = d_in;
			top = top + 1;
		end
		if(pop) begin
			d_out = Registers[top-1];
			top = top - 1;
		end
		if(top) d_out = Registers[top-1];
    end
endmodule
```

## /design/flow/run.sh

```bash
#!/bin/bash
# OpenROAD 26Q1-2900-gdf79404cd8, Yosys 0.63+post, stock flow scripts
make -C /OpenROAD-flow-scripts/flow DESIGN_CONFIG=/design/flow/config.mk WORK_HOME=/design/flow/orfs finish
```

==> run_results.csv <==
group,metric,value,unit
clock_tree,clk_path_buf_depth,3,
clock_tree,clk_pin_slew_worst_paths,0.06,ns
drt,drtIter0Drc,924,
synthesis,syn-mean-instance-area,9.727,um2
global_routing,grt_pass1_wl,70.95,mm
die,fp-row-count,66,
finish,drive_gt1_share,23.31,%
placed_design,dp.cells,1819,
worst_setup_path,cp_slowest_cell,"nor4_1",
drt,dr.pass1.iters,5,
drt,wl_per_cell,25.93,um
worst_setup_path,start_kind,"input pin",
run_status,status,"complete, no violations",
die,die-width,185.2,um
synthesis,ys_seq_share,40.72,%
synthesis,ys.flop_type,"dfxtp_1",
final_timing,tightest_slew,0.9096,ns
drt,antenna_left,0,
synthesis,netlist.area_leader.share,38.93,%
final_timing,skew,0.03716,ns
synthesis,topCellsByArea,"dfxtp_1 39%, mux2_2 15%, mux2i_1 5.7%",
synthesis,synth_warnings,2,
worst_setup_path,worstPathMaxFanout,26,
die,chipHeight,185.2,um
worst_setup_path,arrival,7.67,ns
synthesis,synth-edff-count,8,
synthesis,yosysCellCount,1380,
worst_setup_path,worstSetupEndpointType,"register",
final_timing,min_period,7.377,ns
final_timing,totalNegativeSetupSlack,0,ns
final_timing,hold_viol,0,
final_timing,fin_crit_sh,55.05,%
global_routing,antenna_found_initial,0,
worst_setup_path,startpoint,"push",
drt,drt-total-wl,48.61,mm
worst_setup_path,max_stage_delay,0.75,ns
finish,final_cells,1875,
die,die_area,34290,um2
clock_tree,cts-resized-gates,0,
worst_setup_path,critical_path_class,"in -> reg",
synthesis,async_reset_ff_share,0,%
global_routing,grt-ovfl-total,0,
final_timing,hold_slack,0.4557,ns
worst_setup_path,r2r_start,"top[0]$_DFF_P_",
clock_tree,cts_setup_buffers,0,
synthesis,ys_area,13420,um2
final_timing,setup_slack,6.023,ns
synthesis,ys_ff,269,
die,pin_count,20,
hold_path,min-delay-start,"Registers[23][5]$_DFF_P_",
placed_design,gp_congestion,0.9894,
final_timing,max_slew_margin,39.23,%
finish,syn_to_final_growth,13.84,%
clock_tree,numCtsBuffers,30,
synthesis,top_area_cell,"dfxtp_1",
flow_run,warnings,31,
synthesis,top_cell,"dfxtp_1",
clock_tree,root_buffer,"clkbuf_16",
clock_tree,clock.latency.late_pin,0.59,ns
synthesis,syn_area,13420,um2
synthesis,synth.distinct_cells,93,
clock_tree,clkSinkCount,269,
placed_design,dpl_worst_slack,5.535,ns
drt,route.vias.total,11210,
placed_design,placed_area,14280,um2
global_routing,grt_max_degree,34,
clock_tree,cts_tree,"built",
finish,post-route-util,46.61,%
global_routing,grtUsageTotal,29.98,%
die,fp_util,40.94,%
clock_tree,ctsHoldBuffers,0,
finish,fill_cells,3092,
drt,antenna_cells,0,
global_routing,grt_pass1_vias,10470,
final_timing,timing.fmax,135.6,MHz
final_timing,drv_slew,0,
final_timing,setup_violations,0,
final_timing,rsz0062_at_grt,"false",
flow_run,maxCapViolCount,0,
placed_design,port_buffers,18,
worst_setup_path,crit_family,"simple AND/OR/NAND/NOR gates",
hold_path,min_path_type,"reg -> reg",
drt,drc_errors,0,
synthesis,syn_inst,1380,
finish,fin_area,15280,um2
synthesis,top_cells_by_count,"261 x dfxtp_1, 184 x mux2_2, 85 x inv_1",
clock_tree,h-tree-depth,1,
die,core,32780,um2
placed_design,hpwlAfterDp,34.60,mm
worst_setup_path,cp_num_buf_inv,4,
worst_setup_path,crit_required,13.69,ns
drt,avgViaCountPerCell,5.979,
worst_setup_path,path_cells,"clkdlybuf4s50_1 -> buf_4 -> inv_1 -> a21oi_1 -> ha_1 -> and3b_1 -> a211oi_1 -> nor2_1 -> nor4_1 -> buf_4 -> o211ai_1 -> nand2b_1 -> nand2_1 -> a211o_1 -> nor4_1 -> a21oi_1",
[placed cells by master (no fill, tap or decap), types with 6 or more instances in the layout]
| cell type | count |
|---|---|
| a31oi_1 | 8 |
| mux2_2 | 184 |
| nand2b_1 | 45 |
| xnor2_1 | 10 |
| a221oi_1 | 10 |
| mux2i_1 | 77 |
| or2_2 | 7 |
| nand4_1 | 14 |
| clkinv_2 | 6 |
| nor2b_1 | 21 |
| o211ai_1 | 15 |
| a211oi_1 | 11 |
| nand2_1 | 59 |
| clkdlybuf4s50_1 | 18 |
| nand3_1 | 46 |
| nor3_1 | 22 |
| o22ai_1 | 29 |
| clkbuf_16 | 30 |
| ha_1 | 8 |
| edfxtp_1 | 8 |
| o2bb2ai_1 | 7 |
| clkbuf_1 | 6 |
| a22oi_1 | 15 |
| nor4_1 | 11 |
| o32ai_1 | 7 |
| o21ai_0 | 24 |
| and2_1 | 9 |
| or3_1 | 9 |
| buf_4 | 61 |
| a21oi_1 | 46 |
| dfxtp_1 | 261 |
| clkinv_1 | 6 |
| o221ai_1 | 7 |
| inv_1 | 85 |
| nor2_1 | 77 |
| o2111ai_1 | 12 |
| and3_1 | 10 |
[worst paths after layout]
kind,to,slack [ns],cells past startpoint
worst min-delay path,Registers[23][5]$_DFF_P_,0.46,2
worst max register to register,d_out[1]$_DFFE_PP_,7.50,16
worst max-delay path,d_out[1]$_DFFE_PP_,6.02,16
worst min register to register,Registers[23][5]$_DFF_P_,0.46,2
[state kept, by name, indices dropped and copies added, names as in the netlist]
name and count:
Registers 256, d_out 8, top 5
[cell type report]
type / count / area (um2) / area share (%)
timing repair buffer: 79 / 638.1 / 4.176
tap: 442 / 553.0 / 3.619
clock buffer: 39 / 814.5 / 5.330
multi-input combinational: 939 / 7286 / 47.68
clock inverter: 17 / 186.4 / 1.220
inverter: 90 / 337.8 / 2.211
sequential: 269 / 5465 / 35.77
[kinds of logic (layout without fill, tap and decap cells)]
logic type	Yosys count	in the layout	synth area share, %
AOI/OAI and AO/OA	272	272	15.18
xor gates and xnor gates	14	14	0.9135
adders and majority gates	8	8	0.7457
buffers and inverters	172	225	5.285
DFF	269	269	40.72
muxes	263	263	21.35
and+or+nand+nor	382	382	15.81
[tightest hold or removal path, stage by stage (launching register included)]
cell and delay [ns]:
dfxtp_1 0.30, mux2i_1 0.07, inv_1 0.05
[layer usage]
layer  GRT usage, %  routed length [um]  vias to the layer above
met5              0                   0                        -
met2          44.56               21220                      466
met1          45.00               21640                     5503
met3          5.150                3710                      107
met4          10.21                2045                        0
li1               -                   -                     5134
