==> ./design.v <==
module Controller (input clk, zero, input [2:0] opcode,
                   output reg pcEn, insEn, dataEn, Aen, Ben, resultEn,
                   jumpSel, dataAdrSel, memDataSel, pcPlus,
                   WE, RE, push, pop, tos, output reg [1:0] aluSignal);
    reg [3:0] presentState, nextState;
    initial presentState <= 0;
    always @(posedge clk) begin
        presentState <= nextState;
    end
    always @(presentState, zero, opcode) begin
        case(presentState)
            0: nextState <= 1;
            1: nextState <= 2;
            2: begin
                case(opcode)
                    0: nextState <= 3;
                    1: nextState <= 3;
                    2: nextState <= 3;
                    3: nextState <= 5;
                    4: nextState <= 8;
                    5: nextState <= 11;
                    6: nextState <= 13;
                    7: nextState <= 3;
                endcase
            end
            3: begin
                if(opcode == 7)
                    nextState <= zero ? 13 : 0;
                else nextState <= 4;
            end
            4: nextState <= 6;
            5: nextState <= 6;
            6: nextState <= 7;
            7: nextState <= 0;
            8: nextState <= 9;
            9: nextState <= 10;
            10: nextState <= 0;
            11: nextState <= 12;
            12: nextState <= 0;
            13: nextState <= 0;
            default: nextState <= 0;
        endcase
    end
    always @(presentState) begin
        {pcEn, insEn, dataEn, Aen, Ben, resultEn, jumpSel, dataAdrSel, memDataSel, pcPlus, WE, RE, push, pop, tos} <= 16'b 0;
        aluSignal <= 0;
        case(presentState)
            0: RE <= 1;
            1: {pcEn, pcPlus, insEn} <= 3'b 111;
            2: ;
            3: {Aen, pop} <= 2'b 11;
            4: begin
                {Ben, pop} <= 2'b 11;
                aluSignal <= (opcode == 7) ? 0 : opcode;
            end 
            5: begin
               {pop, Aen} <= 2'b 11;
               aluSignal <= 3; 
            end
            6: ;
            7: push <= 1;
            8: {dataAdrSel, RE} <= 3'b 11;
            9: dataEn <= 1;
            10: {memDataSel, push} <= 2'b 11;
            11: {pop, Aen, dataAdrSel} <= 3'b 111;
            12: WE <= 1;
            13: {jumpSel, pcEn} <= 2'b 11;
        endcase
    end
endmodule
==> ./run.sh <==
#!/bin/bash
# OpenROAD 26Q1-2900-gdf79404cd8, Yosys 0.63+post, stock flow scripts
make -C /OpenROAD-flow-scripts/flow DESIGN_CONFIG=/design/flow/config.mk WORK_HOME=/design/flow/orfs finish
==> ./config.mk <==
export PLATFORM = sky130hd
export DESIGN_NAME = Controller
export DESIGN_NICKNAME = Controller
export VERILOG_FILES = /design/flow/design.v
export SDC_FILE = /design/flow/constraint.sdc
export NUM_CORES = 4
export LEC_CHECK = 1
export CORE_AREA = 10 10 70 70
export DIE_AREA = 0 0 80 80
==> ./constraint.sdc <==
current_design Controller

set clk_period 1.8
set clk_io_pct 0.2

create_clock -name clk0 -period $clk_period [get_ports {clk}]

set non_clock_inputs [all_inputs -no_clocks]
set_input_delay [expr $clk_period * $clk_io_pct] -clock clk0 $non_clock_inputs
set_output_delay [expr $clk_period * $clk_io_pct] -clock clk0 [all_outputs]
==> results_slide.txt <==
Run Summary

STA
  • Share of the clock period used by the worst path: between 90% and 100%
  • Final count of hold timing violations: 0
  • Crit path time final: 1760 ps
  • FMAX: 568 MHz
  • RSZ-0062 raised after global routing: yes
  • Setup slack of the critical path after layout: about 38 ps
  • Setup-violating endpoint count in the final report: 0
  • Worst Clk Skew: 1.61 ps
  • Max-slew violations: 0

Setup path
  • Nature of the critical path endpoint: primary output
  • Critical setup path kind: reg -> out
  • Arrival time at the worst endpoint: ~1400 ps
  • Worst Path Max Fanout: 6
  • Register-to-register setup slack: 450 ps
  • CP startpoint kind: flip-flop
  • Data required time of the worst path: between 1000 and 1500 ps

Die
  • Number of placement rows: 21
  • Area of the chip: 6400 µm²
  • I/O pin total: 22
  • Floorplan core density: 13.7%
  • Die Y-Extent: 80 µm
  • Die Span X: 80 µm
  • Core Footprint: 3420 µm²

Routing
  • Remaining DRCs: 0
  • Average wire per standard cell: ~11 µm
  • Length of the first detailed-routing pass in iterations: 4
  • Final WL: 1520 µm
  • Vias: 571
  • Number of design-rule violations left by the first detailed-router iteration: 26
  • Residual antenna-violating net count after detailed routing: 0
  • Number of vias per cell after detailed routing: around 4.0
  • Antenna Diode Count: 0

Synth
  • Proportion of synthesized flip-flops having asynchronous set or reset: 0%
  • Flip-flop and latch count after synthesis: 4
  • Cell taking the most area after synthesis: dfxtp_1
  • # Cells Yosys: 67
  • Synthesized area divided by synthesized cell count: 6.97 µm²
  • Sequential fraction of the synthesis area: 17.2%
  • Post-Syn Area: around 470 µm²
  • Cell variety after synth: 30
  • Number of enable-type register cells in the synthesized netlist: 0
  • Main area contributors: dfxtp_1 (17%), buf_4 (9.7%), nor3_1 (8.6%)
  • Yosys synthesis chip area: 467 µm²
  • Dominant Register Cell: dfxtp_1
  • Number of warnings issued by yosys: 1
  • Leading cell types by count after synthesis: nand2_1 (9), nor3_1 (8), buf_4 (6), nor2_1 (6)
  • Share of the synthesized area in the top cell type: 17.2%
  • Yosys top cell by instances: nand2_1
  • Mapped Cells: between 60 and 70

Cells and area
  • Share of cells above drive strength 1: between 40% and 50%
  • Number of filler cells placed in the layout: ~380
  • Fin area: 881 µm²
  • Post-synthesis to final-layout area growth: 88.7%
  • Max reg flops: 4
  • Registers with the most flip-flops: presentState x4
  • Utilization of the core after routing: 25.8%
  • Register with the highest flop count: presentState

GRT
  • Tot GR Track Use: 4.24%
  • First-pass GRT wire length: 2280 µm
  • Global route total overflow: 0
  • Antenna violations before repair: 0
  • Largest net degree at the start of global routing: 11
  • Vias in the first global route: ~500

CTS
  • Clk slew on worst S/H paths: 30 ps
  • Clock Path Buffers: 2
  • Post-CTS Hold Buffers: 0
  • Skew-Pair Late Insertion Delay: between 200 and 250 ps
  • Number of sinks handled by clock tree synthesis: 4
  • CTS H-tree depth: 1
  • Clock tree from TritonCTS: built
  • Root Buffer: clkbuf_4
  • Number of buffers added by the clock tree synthesis step: 3

Flow run
  • Tool Warnings: 27
  • Max Cap Viol: 0

Power
  • Total Power Consumption: between 1000 and 1500 µW
  • PwrDens: ~1500 nW/µm²
  • Leakage: 0.000395 µW
  • Maximum ir drop on the vdd rail: 0.421 mV

Placed design
  • IO buf count: 19
  • Estimated wirelength of the detail-placed design: 1160 µm
  • Placed standard-cell area: 728 µm²
  • Final RePlAce weighted congestion: 0.849
  • Worst slack after detailed placement: -167 ps

Status
  • Outcome: completed

Min path
  • Class of the worst hold path: reg -> reg
-- through the flow --
| step | hold slack, ps | TNS [ps] | std cells |
|---|---|---|---|
| floorplan | 561 | 0 | 68 |
| global placement | 578 | -301 | 135 |
| detailed placement | 576 | -315 | 135 |
| CTS | 528 | -46.4 | 140 |
| global route | 537 | -45.6 | 142 |
| finish | 524 | 0 | 142 |
-- layout make-up --
cell class	count	area (µm²)	area share, %
Tap cell	46	57.6	6.53
Sequential cell	4	95.1	10.8
Timing Repair Buffer	34	318	36.1
Clock buffer	3	22.5	2.56
Multi-Input combinational cell	54	384	43.6
Inverter	1	3.75	0.426
-- report_power, final --
group / internal [µW] / switching, µW / leakage [µW]
Sequential: 168 / 117 / 0.0000353
Clock: 74.4 / 34.9 / 0.0000138
Combinational: 568 / 380 / 0.000346
Total: 810 / 533 / 0.000395
-- cell families after synthesis --
| logic type | count (synthesis) | share of synthesized area, % |
|---|---|---|
| xor+xnor | 1 | 1.88 |
| flops | 4 | 17.2 |
| other cells | 1 | 0.804 |
| mux | 1 | 2.14 |
| simple gates | 39 | 45.6 |
| buf+inv | 10 | 16.4 |
| compound gates | 11 | 16.1 |
-- cell usage in the layout, fill, tap and decap left out, types with 2 or more instances in the layout --
| cell type | instances |
|---|---|
| a21oi_1 | 3 |
| buf_4 | 11 |
| buf_6 | 4 |
| clkbuf_4 | 3 |
| clkdlybuf4s50_1 | 10 |
| conb_1 | 2 |
| dfxtp_4 | 4 |
| dlygate4sd2_1 | 6 |
| dlymetal6s2s_1 | 3 |
| nand2_1 | 8 |
| nand2_2 | 2 |
| nand2b_4 | 3 |
| nand3_1 | 2 |
| nor2_1 | 4 |
| nor3_1 | 3 |
| nor3_2 | 5 |
| o2111ai_1 | 2 |
-- repair_timing --
item	CTS	global route
pin swaps	1	0
buffers inserted	2	2
gates cloned	0	0
resized	25	11
setup endpoints to repair	15	8
-- metal layers --
metal | vias to the layer above | track usage, % | share of wire, %
met3 | 2 | 1.25 | 7.4
met4 | 0 | 1.23 | 2.6
li1 | 291 | - | -
met5 | - | 0 | 0
met1 | 252 | 5.98 | 48
met2 | 26 | 6.02 | 42
-- worst max-delay path: stages, from the launching register on --
cell             delay [ps]
dfxtp_4                 350
buf_4                   150
nor3_2                  170
clkdlybuf4s50_1         490
-- worst paths after layout --
check / cells past startpoint / to / startpoint
setup / recovery: 3 / insEn / presentState[3]
hold reg to reg: 1 / presentState[1] / presentState[0]
hold / removal: 1 / presentState[1] / presentState[0]
setup reg to reg: 5 / presentState[2] / presentState[1]
No activity file was given, so power comes from the tool's default toggle rates.
